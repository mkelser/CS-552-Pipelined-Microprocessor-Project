==> flow/design.v <==
module dff (q, d, clk, rst);
    output         q;
    input          d;
    input          clk;
    input          rst;
    reg            state;
    assign #(1) q = state;
    always @(posedge clk) begin
      state = rst? 0 : d;
    end
endmodule
module xmpr (
 input clk,
 input rst,
 input flush_dm,
 input halt_xm,
 input [15:0] read2data_xm,
 input [15:0] aluresult_xm,
 input memread_xm,
 input memwrite_xm,
 input regwrite_xm,
 input [2:0] writeregsel_xm,
 input writedatasel_xm,
 output halt_xmpr,
 output [15:0] read2data_xmpr,
 output [15:0] aluresult_xmpr,
 output memread_xmpr,
 output memwrite_xmpr,
 output regwrite_xmpr,
 output [2:0] writeregsel_xmpr,
 output writedatasel_xmpr
);
wire halt;
wire [15:0] read2data;
wire [15:0] aluresult;
wire memread;
wire memwrite;
wire regwrite;
wire [2:0] writeregsel;
wire writedatasel;
assign halt = flush_dm ? 1'b0 : halt_xm;
assign read2data = flush_dm ? 16'h0000 : read2data_xm;
assign aluresult = flush_dm ? 16'h0000 : aluresult_xm;
assign memread = flush_dm ? 1'b0 : memread_xm;
assign memwrite = flush_dm ? 1'b0 : memwrite_xm;
assign regwrite = flush_dm ? 1'b0 : regwrite_xm;
assign writeregsel = flush_dm ? 3'b000 : writeregsel_xm;
assign writedatasel = flush_dm ? 1'b0 : writedatasel_xm;
dff halt_pr (.d(halt), .clk(clk), .rst(rst), .q(halt_xmpr));
dff read2data_pr [15:0] (.d(read2data), .clk(clk), .rst(rst), .q(read2data_xmpr));
dff aluresult_pr [15:0] (.d(aluresult), .clk(clk), .rst(rst), .q(aluresult_xmpr));
dff memread_pr (.d(memread), .clk(clk), .rst(rst), .q(memread_xmpr));
dff memwrite_pr (.d(memwrite), .clk(clk), .rst(rst), .q(memwrite_xmpr));
dff regwrite_pr (.d(regwrite), .clk(clk), .rst(rst), .q(regwrite_xmpr));
dff writeregsel_pr [2:0] (.d(writeregsel), .clk(clk), .rst(rst), .q(writeregsel_xmpr));
dff writedatsel_pr (.d(writedatasel), .clk(clk), .rst(rst), .q(writedatasel_xmpr));
endmodule
==> flow/run.sh <==
#!/bin/bash
# OpenROAD 26Q1-2900-gdf79404cd8, Yosys 0.63+post, stock flow scripts
make -C /OpenROAD-flow-scripts/flow DESIGN_CONFIG=/design/flow/config.mk WORK_HOME=/design/flow/orfs finish
==> flow/config.mk <==
export PLATFORM = sky130hd
export DESIGN_NAME = xmpr
export DESIGN_NICKNAME = xmpr
export VERILOG_FILES = /design/flow/design.v
export SDC_FILE = /design/flow/constraint.sdc
export NUM_CORES = 4
export LEC_CHECK = 1
export CORE_AREA = 10 10 101 101
export DIE_AREA = 0 0 111 111
==> flow/constraint.sdc <==
current_design xmpr

set clk_period 1.0
set clk_io_pct 0.2

create_clock -name clk0 -period $clk_period [get_ports {clk}]

set non_clock_inputs [all_inputs -no_clocks]
set_input_delay [expr $clk_period * $clk_io_pct] -clock clk0 $non_clock_inputs
set_output_delay [expr $clk_period * $clk_io_pct] -clock clk0 [all_outputs]
==> impl_metrics.ini <==
; flow metrics
[power_and_ir_drop]
sequentialPowerShare_pct = 52.4
p_sw_share_pct = 21.5
power.leakage_nw = 0.890
clock_power_share_pct = 34.8
p_switching_mw = 0.687
ir_drop_uv = 442
internal_power_mw = 2.50
powerDensity_nw_per_um2 = 1400
p_comb_share_pct = 12.8

[cts]
post_cts_buffers = 0
clkSinkCount = 40
ctsHoldBuffers = 0
cts_tree = done
root_buffer = clkbuf_8
cts_buffers = 5
htreeDepth = 2
cts.clk_slew.worst_paths_ns = 0.08
clock_path_buffers = 2

[worst_setup_path]
arrival_ns = 0.76
path_buffers = 1
critPathRequiredTime_ns = 0.80
end_kind = primary output
crit_fanout = 1
worstSetupStartpoint = aluresult_pr[8].state$_SDFF_PP0_
crit_path_top_delay_cell = dfxtp_1
path_cells = clkdlybuf4s15_1
startpoint_type = flip-flop
worstSetupPathType = flip-flop to primary output
critPathMaxStageDelay_ns = 0.31
crit_family = flip-flops

[run]
drv_cap = 0
warning_count = 25

[sta]
fmax_ghz = 1.04
finalHoldViolCount = 0
finalCritPeriodShare_pct = 96.0
slew_viol_final = 0
fin_crit_ns = 0.960
setup-violations-final = 0
rsz0062_at_grt = false
setup_tns_ns = 0
relSlewSlack_pct = 88.2
worstMarginPinSlew_ns = 0.177

[detailed_routing]
vias = 961
ant_nets = 0
remaining_drc_errors = 0
vias_per_cell = 3.44
drt-total-wl_um = 3810
wl_per_cell_um = 13.6
firstDrtPassIters = 3
dr.first_iter.drc_count = 21
num_antenna_cells = 0

[worst_hold_path]
hp-start = rst
hold_path_class = primary input to flip-flop

[synthesis]
avgSynthCellArea_um2 = 13.5
netlist_area_um2 = 1660
top_area_share_pct = 48.3
yosys_cells = 123
synth-seq-cells = 40
top_cells_by_area = dfxtp_1 48%, nor3b_2 30%, buf_4 16%
ys_seq_share_pct = 48.3
yosys_warnings = 1
top_area_cell = dfxtp_1
synth_cell_types = 5
ys_chip_area_um2 = 1660
postSynthCellCount = 123

[floorplanning]
io_pins = 83
fp_util_pct = 20.4
core_um2 = 8130
rows = 33
die-width_um = 111
die_area_um2 = 12300
die_y_um = 111

[global_routing]
grt_max_degree = 24
grt_pass1_vias = 982
grt_pass1_wl_um = 5930
antenna_found_initial = 0
grt_remaining_overflow = 0
track_usage_pct = 5.97

[placed_design]
port_buffers = 82
place_congestion = 0.730
post-place-cells = 271
dp_hpwl_um = 2820

[run_status]
status = completed

[layout]
finalNonFillerCells = 279
syn2layout_area_growth_pct = 37.0
layout-drive-gt1-share_pct = 54.0
utilization_pct = 27.9
[power groups by stage]
stage	clock [mW]	sequential, mW	combinational (mW)
CTS	1.19	1.67	0.439
global route	1.24	1.68	0.445
finish	1.11	1.67	0.407
[repair_timing]
action,in CTS,in global routing
gates resized,90,35
hold endpoints to repair,0,0
pin swaps,0,0
setup endpoints to repair,40,27
[flip-flops by register name, summed over array words and instances, names as in the netlist]
| name | cells |
|---|---|
| memwrite_pr.state | 1 |
| aluresult_pr.state | 16 |
| read2data_pr.state | 16 |
| writeregsel_pr.state | 3 |
| writedatsel_pr.state | 1 |
| regwrite_pr.state | 1 |
| halt_pr.state | 1 |
| memread_pr.state | 1 |
[synth_stat cells]
| cell | count |
|---|---|
| dfxtp_1 | 40 |
| buf_6 | 6 |
| buf_4 | 35 |
| clkbuf_8 | 2 |
| nor3b_2 | 40 |
[final cells by class]
cell class	count	area [µm²]
fill	856	5860
multi-input combinational	40	500
tap	105	131
clock buffer	8	90.1
sequential	40	815
timing repair buffer	86	736
[final timing paths]
kind | to | cells after the start
worst min-delay path | aluresult_pr[5].state$_SDFF_PP0_ | 3
worst max-delay path | aluresult_xmpr[8] | 1
[metal layers]
layer  routed length, µm  vias to the layer above  track usage, %
li1                    -                      465               -
met1                1630                      443            7.41
met2                1720                       48            9.12
met3                 392                        5            3.23
met4                  69                        0           0.955
met5                   0                        -               0
[cells in the final DEF, fill, tap and decap left out, drive strengths merged]
cell / n
buf: 12
nor3b: 40
clkdlybuf4s15: 9
dfxtp: 40
clkdlybuf4s50: 40
clkbuf: 33
[cell families after synthesis]
group / after synthesis / synth area share (%)
buffers and inverters: 43 / 21.6
DFF: 40 / 48.3
and+or+nand+nor: 40 / 30.2
[through the flow]
stage	setup slack (ns)	hold slack (ns)	instance area (µm²)	power [mW]
6_report	0.0404	0.330	2270	3.19
5_1_grt	0.000527	0.322	2270	3.36
4_1_cts	0.0000661	0.325	2380	3.30
3_5_place_dp	0.00506	0.643	2320	2.18
3_3_place_gp	0.00659	0.638	2320	2.17
2_1_floorplan	0.420	0.357	1660	1.93
No activity file was given, so power comes from the tool's default toggle rates.
