`flow/run.sh`:
```
#!/bin/bash
# OpenROAD 26Q1-2900-gdf79404cd8, Yosys 0.63+post, stock flow scripts
make -C /OpenROAD-flow-scripts/flow DESIGN_CONFIG=/design/flow/config.mk WORK_HOME=/design/flow/orfs finish
```
`flow/config.mk`:
```
export PLATFORM = sky130hd
export DESIGN_NAME = dxpr
export DESIGN_NICKNAME = dxpr
export VERILOG_FILES = /design/flow/design.v
export SDC_FILE = /design/flow/constraint.sdc
export NUM_CORES = 4
export LEC_CHECK = 1
export CORE_AREA = 10 10 176 176
export DIE_AREA = 0 0 186 186
```
`flow/constraint.sdc`:
```
current_design dxpr

set clk_period 1.0
set clk_io_pct 0.2

create_clock -name clk0 -period $clk_period [get_ports {clk}]

set non_clock_inputs [all_inputs -no_clocks]
set_input_delay [expr $clk_period * $clk_io_pct] -clock clk0 $non_clock_inputs
set_output_delay [expr $clk_period * $clk_io_pct] -clock clk0 [all_outputs]
```
`flow/design.v`:
```
module dff (q, d, clk, rst);
    output         q;
    input          d;
    input          clk;
    input          rst;
    reg            state;
    assign #(1) q = state;
    always @(posedge clk) begin
      state = rst? 0 : d;
    end
endmodule
module dxpr (
 input clk,
 input rst,
 input flush_dx,
 input halt_dx,
 input [15:0] instr_dx,
 input pcsel_dx,
 input [15:0] pcinc_dx,
 input [15:0] read1data_dx,
 input [15:0] read2data_dx,
 input [15:0] disp_dx,
 input [15:0] imm1_dx,
 input [15:0] imm2_dx,
 input [1:0] alusrcsel_dx,
 input [3:0] aluop_dx,
 input inva_dx,
 input cin_dx,
 input condsel_dx,
 input [2:0] setcondsel_dx,
 input memread_dx,
 input memwrite_dx,
 input regwrite_dx,
 input [1:0] regsrcsel_dx,
 input writedatasel_dx,
 output halt_dxpr,
 output [15:0] instr_dxpr,
 output pcsel_dxpr,
 output [15:0] pcinc_dxpr,
 output [15:0] read1data_dxpr,
 output [15:0] read2data_dxpr,
 output [15:0] disp_dxpr,
 output [15:0] imm1_dxpr,
 output [15:0] imm2_dxpr,
 output [1:0] alusrcsel_dxpr,
 output [3:0] aluop_dxpr,
 output inva_dxpr,
 output cin_dxpr,
 output condsel_dxpr,
 output [2:0] setcondsel_dxpr,
 output memread_dxpr,
 output memwrite_dxpr,
 output regwrite_dxpr,
 output [1:0] regsrcsel_dxpr,
 output writedatasel_dxpr
);
wire halt;
wire [15:0] instr;
wire pcsel;
wire [15:0] pcinc;
wire [15:0] read1data;
wire [15:0] read2data;
wire [15:0] disp;
wire [15:0] imm1;
wire [15:0] imm2;
wire [1:0] alusrcsel;
wire [3:0] aluop;
wire inva;
wire cin;
wire condsel;
wire [2:0] setcondsel;
wire memread;
wire memwrite;
wire regwrite;
wire [1:0] regsrcsel;
wire writedatasel;
assign halt = flush_dx ? 1'b0 : halt_dx;
assign instr = flush_dx ? 16'h0000 : instr_dx;
assign pcsel = flush_dx ? 1'b0 : pcsel_dx;
assign pcinc = flush_dx ? 16'h0000 : pcinc_dx;
assign read1data = flush_dx ? 16'h0000 : read1data_dx;
assign read2data = flush_dx ? 16'h0000 : read2data_dx;
assign disp = flush_dx ? 16'h0000 : disp_dx;
assign imm1 = flush_dx ? 16'h0000 : imm1_dx;
assign imm2 = flush_dx ? 16'h0000 : imm2_dx;
assign alusrcsel = flush_dx ? 2'b00 : alusrcsel_dx;
assign aluop = flush_dx ? 4'b0000 : aluop_dx;
assign inva = flush_dx ? 1'b0 : inva_dx;
assign cin = flush_dx ? 1'b0 : cin_dx;
assign condsel = flush_dx ? 1'b0 : condsel_dx;
assign setcondsel = flush_dx ? 3'b000 : setcondsel_dx;
assign memread = flush_dx ? 1'b0 : memread_dx;
assign memwrite = flush_dx ? 1'b0 : memwrite_dx;
assign regwrite = flush_dx ? 1'b0 : regwrite_dx;
assign regsrcsel = flush_dx ? 2'b00 : regsrcsel_dx;
assign writedatasel = flush_dx ? 1'b0 : writedatasel_dx;
dff halt_pr (.d(halt), .clk(clk), .rst(rst), .q(halt_dxpr));
dff instr_pr [15:0] (.d(instr), .clk(clk), .rst(rst), .q(instr_dxpr));
dff pcsel_pr (.d(pcsel), .clk(clk), .rst(rst), .q(pcsel_dxpr));
dff pcinc_pr [15:0] (.d(pcinc), .clk(clk), .rst(rst), .q(pcinc_dxpr));
dff read1data_pr [15:0] (.d(read1data), .clk(clk), .rst(rst), .q(read1data_dxpr));
dff read2data_pr [15:0] (.d(read2data), .clk(clk), .rst(rst), .q(read2data_dxpr));
dff disp_pr [15:0] (.d(disp), .clk(clk), .rst(rst), .q(disp_dxpr));
dff imm1_pr [15:0] (.d(imm1), .clk(clk), .rst(rst), .q(imm1_dxpr));
dff imm2_pr [15:0] (.d(imm2), .clk(clk), .rst(rst), .q(imm2_dxpr));
dff alusrcsel_pr [1:0] (.d(alusrcsel), .clk(clk), .rst(rst), .q(alusrcsel_dxpr));
dff aluop_pr [3:0] (.d(aluop), .clk(clk), .rst(rst), .q(aluop_dxpr));
dff inva_pr (.d(inva), .clk(clk), .rst(rst), .q(inva_dxpr));
dff cin_pr (.d(cin), .clk(clk), .rst(rst), .q(cin_dxpr));
dff condsel_pr (.d(condsel), .clk(clk), .rst(rst), .q(condsel_dxpr));
dff setcondsel_pr [2:0] (.d(setcondsel), .clk(clk), .rst(rst), .q(setcondsel_dxpr));
dff memread_pr (.d(memread), .clk(clk), .rst(rst), .q(memread_dxpr));
dff memwrite_pr (.d(memwrite), .clk(clk), .rst(rst), .q(memwrite_dxpr));
dff regwrite_pr (.d(regwrite), .clk(clk), .rst(rst), .q(regwrite_dxpr));
dff regsrcsel_pr [1:0] (.d(regsrcsel), .clk(clk), .rst(rst), .q(regsrcsel_dxpr));
dff writedatasel_pr (.d(writedatasel), .clk(clk), .rst(rst), .q(writedatasel_dxpr));
endmodule
```
==> Slide: Implementation Results <==
Synthesis and Place & Route Summary

STA
  – Worst-margin pin slew: 0.291 ns
  – Final WS setup: -0.0710 ns
  – RSZ-0062 raised after global routing: yes
  – Hold slack: 0.0383 ns
  – Fmax: 934 MHz
  – Max-slew headroom: 80.5%
  – Setup TNS: -0.891 ns
  – Final Hold Fails: 0
  – Min Tclk post-route: 1.07 ns
  – Final period util: 107%
  – Finish-stage setup viols: 81
  – Max-slew violation count: 0

Logic synthesis
  – Yosys chip area: 0.00523 mm^2
  – Synth Register Bits: 132
  – Register area share after synthesis: 50.6%
  – Yosys cell count: 417
  – Unique masters post-synth: 6
  – Synthesized area: 0.00523 mm^2
  – Synth warn: 1
  – Mean Syn Cell Area: 12.5 um^2
  – Cell count after synthesis: 417

Status
  – Failing checks: setup timing
  – Status: finished with violations

Power
  – Sw frac: 21.1%
  – Total power: 13.5 mW
  – Seq pwr share: 41.0%
  – Int Pwr: 10.6 mW
  – Worst vdd ir: 0.000834 V
  – Switching pwr: 2.85 mW
  – Logic pwr share: 9.9%
  – Clock share of power: 49.1%
  – P per Cell Area: 1780 mW/mm^2
  – Lkg Pwr: 3.15 nW

GRT
  – Initial antenna violation count: 0
  – First-pass GRT wire length: 20,800 um
  – Global router's overall resource usage: 7.91%
  – Vias in the first global route: 3,484
  – Largest net degree at the start of global routing: 22
  – Total grt overflow: 0

Placement
  – Port Buf Inserts: 266
  – Gpl congestion: 0.749
  – Dpl hpwl: 11,100 um
  – Setup WS pre-CTS: -0.133 ns

Routing
  – # diodes: 0
  – Routed vias/inst: 3.43
  – Antenna viol nets, final: 0
  – Vias post-DR: 3,222
  – Residual DRC: 0
  – DR pass1 iterations: 4
  – Final WL: 14,200 um
  – WL/cell: 15.1 um
  – DRT iter0 DRCs: 35

Setup path
  – Setup crit start kind: register
  – Critical path class: reg -> out
  – Worst path required time: 0.80 ns
  – WP buf/inv: 1
  – Worst Path Arrival: 0.87 ns
  – CP max FO: 1
  – Max incr delay on CP: 0.35 ns
  – Slowest CP cell: dfxtp_4
  – Cell Chain, Critical Path: buf_6
  – Top Family by Delay on Critical Path: flip-flops
  – CP endpoint kind: primary output

Min path
  – Hold Crit Class: in -> reg

Floorplan
  – Fp util: 19.3%
  – Horiz. Die Dim: 186 um
  – Core Box Area: 0.0270 mm^2
  – Die Ht: 186 um
  – FP Rows: 60
  – Die Size: 0.0346 mm^2
  – # IOs: 267

Clock network
  – Clk pin slew, worst setup/hold paths: 0.06 ns
  – Clock root cell: clkbuf_16
  – CTS buffer count: 17
  – CTS tree: built
  – Deepest clock path buffer count: 2
  – Total clock sinks: 132
  – Hold buffers post-CTS: 0
  – H-tree level count: 4

Layout
  – Fraction of layout cells with a size suffix above 1: 50.6%
  – Syn-to-layout area delta: 44.6%

Job
  – Number of max-cap violations: 0
  – Tool warnings: 27
what timing repair did:
item	in CTS	in global routing
setup buffers	0	0
setup endpoints to repair	132	132
gates resized	449	10
placed cells by master (no fill, tap or decap):
cell type | Yosys | final
buf_12 | 0 | 11
buf_2 | 11 | 126
buf_4 | 123 | 24
buf_6 | 19 | 8
bufinv_16 | 0 | 4
clkbuf_1 | 0 | 1
clkbuf_16 | 0 | 17
clkbuf_8 | 0 | 1
clkdlybuf4s50_1 | 0 | 132
clkinv_2 | 0 | 4
clkinv_4 | 0 | 4
clkinvlp_4 | 0 | 1
dfxtp_1 | 132 | 110
dfxtp_2 | 0 | 21
dfxtp_4 | 0 | 1
nor3b_1 | 52 | 52
nor3b_2 | 80 | 80
metal layers:
layer / share of wire (%) / GRT usage (%) / up-vias
met5: 0 / 0 / -
met4: 0.64 / 0.742 / 0
met3: 16 / 5.45 / 5
met2: 43 / 11.9 / 183
met1: 41 / 9.50 / 1452
li1: - / - / 1582
synth_stat cells (all sizes together):
| cell type | n | area [um^2] |
|---|---|---|
| buf | 153 | 1190 |
| dfxtp | 132 | 2640 |
| nor3b | 132 | 1390 |
state kept, by name, summed over array words and instances (netlist names):
name and flops:
cin_pr.state 1, disp_pr.state 16, imm1_pr.state 16, pcsel_pr.state 1
memwrite_pr.state 1, alusrcsel_pr.state 2, condsel_pr.state 1, aluop_pr.state 4
imm2_pr.state 16, read2data_pr.state 16, memread_pr.state 1, regwrite_pr.state 1
pcinc_pr.state 16, instr_pr.state 16, inva_pr.state 1, read1data_pr.state 16
regsrcsel_pr.state 2, setcondsel_pr.state 3, writedatasel_pr.state 1, halt_pr.state 1
final timing paths:
path                             startpoint                end  cells after the start
worst max-delay path  regsrcsel_pr[1].state  regsrcsel_dxpr[1]                      1
worst min-delay path                    rst      inva_pr.state                      2
power groups by stage:
stage / clock [mW] / sequential [mW] / combinational [mW]
4_1_cts: 6.95 / 5.52 / 1.37
5_1_grt: 7.16 / 5.54 / 1.46
6_report: 6.63 / 5.52 / 1.34
through the flow:
| stage | cells | utilization (%) | area (um^2) |
|---|---|---|---|
| floorplan | 417 | - | 5230 |
| global placement | 906 | 27.8 | 7530 |
| detailed placement | 906 | 27.8 | 7530 |
| CTS | 938 | 27.9 | 7530 |
| global route | 938 | 28.0 | 7560 |
| finish | 938 | 28.0 | 7560 |
kinds of logic after synthesis:
logic type    after synthesis  synth area share, %
simple gates              132                 26.6
buf+inv                   153                 22.8
flops                     132                 50.6
layout make-up:
class / count / area (um^2)
Clock inverter: 13 / 183
Multi-Input combinational cell: 132 / 1390
Clock buffer: 19 / 443
Tap cell: 341 / 427
Sequential cell: 132 / 2670
Fill cell: 2825 / 19500
Timing Repair Buffer: 301 / 2440
Power figures rest on the tool's default switching activity, not on a simulated workload.
