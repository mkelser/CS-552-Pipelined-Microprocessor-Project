===== flow/config.mk =====
export PLATFORM = sky130hd
export DESIGN_NAME = lu
export DESIGN_NICKNAME = lu
export VERILOG_FILES = /design/flow/design.v
export SDC_FILE = /design/flow/constraint.sdc
export NUM_CORES = 4
export LEC_CHECK = 1
export CORE_AREA = 10 10 103 103
export DIE_AREA = 0 0 113 113

===== flow/constraint.sdc =====
current_design lu

set clk_period 9.8
set clk_io_pct 0.2

create_clock -name clk0 -period $clk_period

set non_clock_inputs [all_inputs -no_clocks]
set_input_delay [expr $clk_period * $clk_io_pct] -clock clk0 $non_clock_inputs
set_output_delay [expr $clk_period * $clk_io_pct] -clock clk0 [all_outputs]

===== flow/design.v =====
module cla16 (A, B, Cin, S, Cout);
input [15:0] A;
input [15:0] B;
input Cin;
output [15:0] S;
output Cout;
wire C0, C1, C2;
cla4 cla0 (.A(A[3:0]), .B(B[3:0]), .Cin(Cin), .S(S[3:0]), .Cout(C0));
cla4 cla1 (.A(A[7:4]), .B(B[7:4]), .Cin(C0), .S(S[7:4]), .Cout(C1));
cla4 cla2 (.A(A[11:8]), .B(B[11:8]), .Cin(C1), .S(S[11:8]), .Cout(C2));
cla4 cla3 (.A(A[15:12]), .B(B[15:12]), .Cin(C2), .S(S[15:12]), .Cout(Cout));
endmodule
module cla4 (A, B, Cin, S, Cout);
input [3:0] A;
input [3:0] B;
input Cin;
output [3:0] S;
output Cout;
wire [3:0] P;
wire [3:0] G;
wire [3:0] C;
assign P = A ^ B;
assign G = A & B;
assign C[0] = Cin;
assign C[1] = G[0] | (P[0] & C[0]);
assign C[2] = G[1] | (P[1] & G[0]) | (P[1] & P[0] & C[0]);
assign C[3] = G[2] | (P[2] & G[1]) | (P[2] & P[1] & G[0]) | (P[2] & P[1] & P[0] & C[0]);
assign Cout = G[3] | (P[3] & G[2]) | (P[3] & P[2] & G[1]) | (P[3] & P[2] & P[1] & G[0]) | (P[3] & P[2] & P[1] & P[0] & C[0]);
assign S = P ^ C;
endmodule
module lu (in_a, b, cin, op, cout, sum, out_logic);
   input [15:0] in_a;
   input [15:0] b;
   input [1:0] op;
   input cin;
   output cout;
   output [15:0] sum;
   output [15:0] out_logic;
   cla16 cla0 (.A(in_a), .B(b), .Cin(cin), .S(sum), .Cout(cout));
   assign out_logic = (op == 2'b00) ? sum :
                      (op == 2'b01) ? in_a | b :
                      (op == 2'b10) ? in_a ^ b :
                      in_a & (~b);
endmodule

===== flow/run.sh =====
#!/bin/bash
# OpenROAD 26Q1-2900-gdf79404cd8, Yosys 0.63+post, stock flow scripts
make -C /OpenROAD-flow-scripts/flow DESIGN_CONFIG=/design/flow/config.mk WORK_HOME=/design/flow/orfs finish

==> run_results.csv <==
group,metric,value,unit
outcome,status,"complete, no violations",
global_routing,antenna_found_initial,0,
logic_synthesis,yosys_warnings,0,
global_routing,use_met3,0.0160,
floorplan,rows,33,
timing,clock.fmax,0.134,GHz
drt,avgViaCountPerCell,4.21,
worst_setup_path,endpoint_kind,"primary output",
global_routing,grt_pass1_vias,1663,
layout,drive_gt1_frac,0.0567,
timing,hold_viol,0,
global_routing,grt.met2_usage,0.122,
worst_setup_path,critPathTopFamily,"AND-OR/OR-AND gates",
placement,gp_congestion,0.774,
job,maxCapViolCount,0,
global_routing,grt_start_max_net_pins,38,
drt,ant_nets,0,
logic_synthesis,syn_inst,219,
timing,post-route-period-util,0.761,
worst_setup_path,crit_path_start_kind,"primary input",
drt,antennaDiodeCount,0,
drt,vias,1630,
placement,place_inst,387,
drt,routedWlPerCell,12.3,um
logic_synthesis,syn_avg_cell_area,8.02,um2
timing,rsz0062_at_grt,"false",
worst_setup_path,critPathMaxStageDelay,490,ps
drt,drc,0,
floorplan,die_y,113,um
timing,worst_pin_slew,448,ps
logic_synthesis,yosysSeqAreaShare,0,
floorplan,fp_util,0.212,
job,warnings,64,
global_routing,met1_usage,0.0987,
placement,place_ws,2310,ps
worst_setup_path,endpoint,"out_logic[13]",
global_routing,grt-ovfl-total,0,
floorplan,die_area,12800,um2
worst_setup_path,worstPathArrival,5500,ps
worst_setup_path,crit_fanout,4,
worst_setup_path,crit_type,"primary input to primary output",
placement,dp_hpwl,4100,um
placement,dpl_cell_area,2560,um2
timing,max-slew-margin-rel,0.693,
layout,fill_cells,874,
power,ir_worst_vdd,0.0275,mV
layout,fin_util,0.308,
layout,layoutNonFillerInstCount,387,
worst_hold_path,min_path_type,"primary input to primary output",
timing,slew_viol_final,0,
worst_setup_path,path_common_cell,"clkdlybuf4s50_1",
floorplan,coreArea,8300,um2
clocking,post_cts_resize_count,0,
logic_synthesis,largest_area_cell,"ha_1",
timing,fin_crit,7460,ps
floorplan,io_pins,68,
logic_synthesis,ys_types,43,
global_routing,grt_first_pass_wirelength,8040,um
logic_synthesis,synthTopCellsByArea,"ha_1, inv_1, mux4_2",
power,cellLeakagePower,1.18,nW
layout,area_delta_synth_final,45.5,%
global_routing,grt_usage,0.0725,
logic_synthesis,synth_area,1760,um2
clocking,cts_setup_buffers,0,
logic_synthesis,ys_cells,219,
logic_synthesis,ys_chip_area,1760,um2
global_routing,busiest_layer,"met2",
worst_setup_path,crit_slowest_cell,"clkdlybuf4s50_1",
layout,final_area,2560,um2
worst_setup_path,cp_num_cells,12,
layout,regArea,0,um2
worst_setup_path,startpoint,"b[0]",
worst_setup_path,cp_data_required_time,7840,ps
placement,port_buffers,68,
worst_setup_path,cp_cell_sequence,"clkdlybuf4s50_1 > inv_1 > ha_1 > a211oi_1 > o21ai_1 > a311o_2 > a21oi_1 > o21bai_1 > fa_1 > a221oi_1 > o32a_1 > clkdlybuf4s50_1",
layout,clock_buffers,0,
drt,drt_wl_total,4760,um
timing,setup_tns,0,ps
floorplan,die_w,113,um
logic_synthesis,yosysTopAreaCellShare,0.342,
clocking,hold_buffers,0,
timing,setup_viol,0,
timing,layout_setup_ws,2340,ps
power,power_density,58.2,nW/um2
drt,dr.first_iter.drc_count,30,
layout,design.seq.count,0,
drt,drt_pass1_iterations,4,
worst_setup_path,critPathBufInv,3,
logic make-up (layout without fill, tap and decap cells):
group,count (synthesis),after routing,share of synthesized area
AOI/OAI and AO/OA,54,54,0.241
buffers and inverters,53,116,0.114
adders and majority gates,52,52,0.387
and+or+nand+nor,36,36,0.0969
xor gates and xnor gates,16,16,0.0798
muxes,8,8,0.0812
synth_stat cells (all sizes together), types with 2 or more instances:
| library cell | instances |
|---|---|
| nor3 | 3 |
| clkbuf | 4 |
| a21oi | 18 |
| a221oi | 3 |
| mux4 | 5 |
| buf | 3 |
| nand2b | 2 |
| o21ai | 5 |
| nand2 | 3 |
| inv | 45 |
| a211oi | 3 |
| and2 | 2 |
| fa | 4 |
| nor2 | 19 |
| o21bai | 2 |
| o211ai | 3 |
| nor2b | 3 |
| xor2 | 5 |
| ha | 48 |
| a2111oi | 3 |
| o21a | 5 |
| mux2i | 3 |
| o32a | 3 |
| xnor2 | 11 |
tightest hold or removal path, cell delays in order:
cell and delay, ps:
clkdlybuf4s50_1 450, inv_1 90, fa_1 150, inv_1 50, clkdlybuf4s50_1 400
per-stage QoR:
stage | total power, mW | hold slack (ps)
floorplan | 0.0693 | 4040
global placement | 0.151 | 5050
detailed placement | 0.151 | 5060
CTS | 0.153 | 5060
global route | 0.167 | 5130
finish | 0.149 | 5040
per-layer routing:
layer	routed length [um]	vias up
met1	2300	719
met4	0	0
li1	-	871
met5	0	-
met2	2130	40
met3	339	0
layout make-up:
type,count,area (um2),area share
inverter,46,173,0.0675
multi-input combinational,166,1560,0.609
tap,105,131,0.0514
timing repair buffer,70,696,0.272
power breakdown:
group | switching [mW] | internal, mW
combinational | 0.0573 | 0.0913
clock | 0 | 0
sequential | 0 | 0
worst min path at each step:
| stage | startpoint | to | cells past startpoint |
|---|---|---|---|
| global route | cin | sum[0] | 5 |
| CTS | cin | sum[0] | 5 |
| finish | cin | sum[0] | 5 |
cells in the final DEF, fill, tap and decap left out, types with 2 or more instances in the layout:
cell type	netlist	layout
xnor2_1	11	11
nand2b_1	2	2
fa_1	4	4
o21bai_1	2	2
a221oi_1	3	3
nor2b_1	3	3
o21ai_0	4	4
nand2_1	3	3
buf_4	0	2
inv_1	45	45
a2111oi_0	2	2
ha_1	48	48
nor2_1	19	19
xor2_1	5	5
and2_1	2	2
o32a_1	3	3
mux4_2	5	5
mux2i_1	3	3
nor3_1	3	3
o21a_1	4	4
a21oi_1	17	17
clkdlybuf4s50_1	0	68
o211ai_1	3	3
a211oi_1	3	3
Power figures rest on the tool's default switching activity, not on a simulated workload.
